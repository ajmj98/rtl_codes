### /design/flow/design.v
module majority16 (Out, Data);
  input [15:0] Data;
  output Out;
  integer i,k;
  always @(Data) begin
    k=0; 
    for(i=0;i<16;i=i+1) begin
      if(Data[i] == 1) begin
        	k=k+1; 
      end
    end
  end
  assign Out=(k>=9)?1:0;
endmodule
### /design/flow/run.sh
#!/bin/bash
# OpenROAD 26Q1-2900-gdf79404cd8, Yosys 0.63+post, stock flow scripts
make -C /OpenROAD-flow-scripts/flow DESIGN_CONFIG=/design/flow/config.mk WORK_HOME=/design/flow/orfs finish
### /design/flow/config.mk
export PLATFORM = sky130hd
export DESIGN_NAME = majority16
export DESIGN_NICKNAME = majority16
export VERILOG_FILES = /design/flow/design.v
export SDC_FILE = /design/flow/constraint.sdc
export NUM_CORES = 4
export LEC_CHECK = 1
export CORE_AREA = 10 10 81 81
export DIE_AREA = 0 0 91 91
### /design/flow/constraint.sdc
current_design majority16

set clk_period 8.0
set clk_io_pct 0.2

create_clock -name clk0 -period $clk_period

set non_clock_inputs [all_inputs -no_clocks]
set_input_delay [expr $clk_period * $clk_io_pct] -clock clk0 $non_clock_inputs
set_output_delay [expr $clk_period * $clk_io_pct] -clock clk0 [all_outputs]
==> impl_metrics.csv <==
group,metric,value,unit
finish,nClkBuffers,0,
worst_setup_path,worst-path-buf-inv,5,
drt,antennaDiodeCount,0,
global_route,gr-usage-all-layers,11.7,%
worst_setup_path,critPathMostFrequentCell,"ha_4",
worst_hold_path,min-delay-start,"Data[15]",
power_and_ir_drop,cellLeakagePower,1.50,nW
global_route,grt_pass1_vias,2086,
drt,vias,2263,
worst_setup_path,crit_path_max_incr_delay,0.42,ns
drt,viasPerCell,4.92,
yosys,ys_cells,270,
worst_setup_path,end_kind,"output pin",
worst_setup_path,worstPathMaxFanout,4,
final_timing,hold_viol_final,0,
floorplan,initCoreUtil,42.2,%
power_and_ir_drop,fin_total_pwr,0.00127,W
power_and_ir_drop,p_per_area,367,nW/um^2
yosys,yosys_warnings,1,
final_timing,holdWs,4.14,ns
yosys,common_cells,"26 x nand2_1, 25 x xnor2_1, 18 x nor2_1",
final_timing,fmax,95.1,MHz
outcome,status,"complete, but fails checks",
yosys,synthTopLogicFamily,"XOR/XNOR gates",
floorplan,ioPinCount,17,
place,hpwl,4.21,mm
drt,first_iter_violations,49,
yosys,area_leaders,"xnor2_1 11%, ha_1 9.9%, xor2_1 5.2%, mux2i_1 4.9%, nand2_1 4.8%",
final_timing,fin_ws,-2.52,ns
finish,drive_above_1_share,46.6,%
drt,ant_nets,0,
floorplan,fp.dieW,91,microns
worst_setup_path,critPathKind,"in2out",
yosys,netlist_area,2030,sq um
final_timing,max_slew_margin,63.5,%
yosys,top_area_share,10.8,%
power_and_ir_drop,comb_power_share,100.0,%
yosys,adder_share,10.3,%
final_timing,slew_viol_final,0,
floorplan,die_h,91,microns
worst_hold_path,hold_class,"in2out",
floorplan,num_rows,25,
place,finalWeightedCongestion,0.870,
final_timing,finalSetupViolCount,1,
finish,area_delta_synth_final,70.3,%
cts,cts_hold_buf,0,
yosys,synth.area.mux_share,5.48,%
final_timing,min_period,10.52,ns
drt,drc,0,
global_route,grt_pass1_wl,8.77,mm
yosys,ys_sh_aoi,19.1,%
yosys,top_area_cell,"xnor2_1",
floorplan,die_area,8280,sq um
final_timing,rsz0062_at_grt,"true",
final_timing,period_used_share,131,%
global_route,grt_max_degree,12,
drt,wl_per_cell,11.1,microns
floorplan,core,4820,sq um
worst_setup_path,path_delay_family,"adder cells",
drt,drtPass1Iterations,4,
power_and_ir_drop,p_int,0.000711,W
yosys,syn_area_per_cell,7.53,sq um
job,maxCapViolations,0,
global_route,grt_overflow,0,
worst_setup_path,start_kind,"input port",
power_and_ir_drop,p_switching,0.000560,W
power_and_ir_drop,p_seq_share,0,%
yosys,ys_seq_share,0,%
yosys,synthXorXnorAreaFrac,30.2,%
worst_setup_path,crit_path_top_delay_cell,"xor3_2",
finish,final-seq-area,0,sq um
yosys,synth_cell_types,65,
power_and_ir_drop,p_sw_share,44.1,%
power_and_ir_drop,ir_drop,215,uV
job,warning_count,38,
finish,seq_cell_count,0,
yosys,top_cell,"nand2_1",
finish,n_fill_cell,373,
finish,final_core_util,71.8,%
worst_setup_path,critPathLaunch,"Data[0]",
finish,logic_area,2260,sq um
worst_setup_path,arrival,8.92,ns
final_timing,tightestPinTransition,0.533,ns
worst_setup_path,worstPathRequired,6.40,ns
yosys,netlist_instances,270,
global_route,grt_antenna_before_repair,0,
yosys,yosysChipArea,2030,sq um
drt,totalWireLength,5.10,mm
outcome,violations,"setup timing",
place,io_buffers,17,
yosys,yosys.area_share.simple,30.2,%
power_and_ir_drop,p_clk_share,0,%
[tightest hold or removal path, cell delays in order]
cell             delay (ns)
clkdlybuf4s50_1        0.47
nand3_1                0.14
nand4b_1               0.12
mux2i_1                0.06
nand3_1                0.06
buf_2                  0.09
[cell type report]
type,instances,share of cell area (%)
timing repair buffer,133,30.2
inverter,14,2.10
tap,67,2.42
multi-input combinational,246,65.3
[layer usage]
layer | vias up | wire, microns | GRT usage, %
li1 | 1237 | - | -
met5 | - | 0 | 0
met2 | 13 | 2320 | 19.7
met1 | 1013 | 2740 | 17.4
met3 | 0 | 36 | 0.166
met4 | 0 | 0 | 0.131
[cell families after synthesis]
family	Yosys count
mux	11
compound gates	55
xor+xnor	51
buf+inv	24
fa+ha+maj	17
simple gates	112
[power by group through the flow]
stage	Clock (W)	Sequential [W]	Combinational (W)
final	0	0	0.00127
after CTS	0	0	0.00119
after global routing	0	0	0.00140
[metrics by stage]
stage	TNS, ns	area, sq um	setup WS (ns)	instances
5_1_grt	-2.90	3460	-2.90	460
4_1_cts	-2.91	3280	-2.91	457
3_5_place_dp	-3.61	3170	-3.61	447
6_report	-2.52	3460	-2.52	460
2_1_floorplan	-2.39	2200	-2.39	270
3_3_place_gp	-3.50	3170	-3.50	447
[placed cells by master (no fill, tap or decap), types with 7 or more instances in the layout]
cell,instances
buf_4,115
xnor2_1,23
nand2_1,20
nor2_1,14
nand3_1,13
a21oi_1,12
clkdlybuf4s50_1,12
xor2_1,11
ha_4,10
inv_1,9
mux2i_1,9
nand4_1,7
[path summary, 6_finish.rpt]
path / end / slack, ns / cells after the start
setup / recovery: Out / -2.52 / 50
hold / removal: Out / 4.14 / 6
[timing repair]
| action | 4_1_cts | 5_1_grt |
|---|---|---|
| resized | 25 | 34 |
| pin swaps | 29 | 35 |
| setup buffers | 10 | 7 |
| endpoints found under the setup margin | 1 | 1 |
Power figures rest on the tool's default switching activity, not on a simulated workload.
