[design/flow/run.sh]
#!/bin/bash
# OpenROAD 26Q1-2900-gdf79404cd8, Yosys 0.63+post, stock flow scripts
make -C /OpenROAD-flow-scripts/flow DESIGN_CONFIG=/design/flow/config.mk WORK_HOME=/design/flow/orfs finish
[design/flow/config.mk]
export PLATFORM = sky130hd
export DESIGN_NAME = cla32
export DESIGN_NICKNAME = cla32
export VERILOG_FILES = /design/flow/design.v
export SDC_FILE = /design/flow/constraint.sdc
export NUM_CORES = 4
export LEC_CHECK = 1
export CORE_AREA = 10 10 95 95
export DIE_AREA = 0 0 105 105
[design/flow/constraint.sdc]
current_design cla32

set clk_period 16.6
set clk_io_pct 0.2

create_clock -name clk0 -period $clk_period

set non_clock_inputs [all_inputs -no_clocks]
set_input_delay [expr $clk_period * $clk_io_pct] -clock clk0 $non_clock_inputs
set_output_delay [expr $clk_period * $clk_io_pct] -clock clk0 [all_outputs]
[design/flow/design.v]
`timescale 1ns / 1ps
`default_nettype none
module CLA_4(
    input wire [3:0] A,
    input wire [3:0] B,
    input wire Ci,
    output wire [3:0] S,
    output wire Co,
    output wire PG,
    output wire GG
    );
    wire[3:0] G;
wire[3:0] P;
wire[3:1] C;
CLALOGIC CarryLogic (G, P, Ci, C, Co, PG, GG);
FULLADDER FA0 (A[0], B[0], Ci, G[0], P[0], S[0]);
FULLADDER FA1 (A[1], B[1], C[1], G[1], P[1], S[1]);
FULLADDER FA2 (A[2], B[2], C[2], G[2], P[2], S[2]);
FULLADDER FA3 (A[3], B[3], C[3], G[3], P[3], S[3]);
endmodule
`timescale 1ns / 1ps
`default_nettype none
module CLALOGIC(
    input wire [3:0] G,
    input wire[3:0] P,
    input wire Ci,
    output wire [3:1] C,
    output wire Co,
    output wire PG,
    output wire GG
    );
    wire GG_int;
wire PG_int;
assign C[1] = G[0] | (P[0] & Ci) ;
assign C[2] = G[1] | (P[1] & G[0]) | (P[1] & P[0] & Ci) ;
assign C[3] = G[2] | (P[2] & G[1]) | (P[2] & P[1] & G[0]) | (P[2] & P[1] &
P[0] & Ci) ;
assign PG_int = P[3] & P[2] & P[1] & P[0] ;
assign GG_int = G[3] | (P[3] & G[2]) | (P[3] & P[2] & G[1]) | (P[3] & P[2] &
P[1] & G[0]) ;
assign Co = GG_int | (PG_int & Ci) ;
assign PG = PG_int ;
assign GG = GG_int ;
endmodule
`timescale 1ns / 1ps
`default_nettype none
module cla32(
    input wire [31:0] A,
    input wire [31:0] B,
    input wire Cin,
    output wire [31:0] S,
    output wire Cout
    );
    wire [7:0] GG,PG,Ct;
	CLA_4  A1(A[3:0], B[3:0], Cin, S[3:0], Ct[0], PG[0], GG[0]);
	CLA_4 A2(A[7:4], B[7:4], Ct[0], S[7:4], Ct[1], PG[1], GG[1]);
	CLA_4 A3(A[11:8], B[11:8], Ct[1], S[11:8], Ct[2], PG[2], GG[2]);
	CLA_4 A4(A[15:12], B[15:12], Ct[2], S[15:12], Ct[3], PG[3], GG[3]);
	CLA_4 A5(A[19:16], B[19:16], Ct[3], S[19:16], Ct[4], PG[4], GG[4]);
	CLA_4 A6(A[23:20], B[23:20], Ct[4], S[23:20], Ct[5], PG[5], GG[5]);
	CLA_4 A7(A[27:24], B[27:24], Ct[5], S[27:24], Ct[6], PG[6], GG[6]);
	CLA_4 A8(A[31:28], B[31:28], Ct[6], S[31:28], Ct[7], PG[7], GG[7]);
	assign Cout=Ct[31];
endmodule
`timescale 1ns / 1ps
`default_nettype none
module FULLADDER(
    input wire  X,
    input  wire  Y,
    input  wire Cin,
    output  wire G,
    output  wire P,
    output  wire Sum
    );
    wire P_int;
assign G = X & Y ;
assign P = P_int ;
assign P_int = X ^ Y ;
assign Sum = P_int ^ Cin ;
endmodule
==> flow_results.org <==
#+TITLE: Flow metrics

** Status
- The flow ran to the end, and the final reports show no timing, DRC or antenna violations.

** Floorplanning
- Die Footprint :: 11000 µm²
- Effective utilization at floorplan :: 23.6%
- Num rows :: 30
- In this run the count of I/O pins placed on the die edge is 98.
- According to the floorplan report, the die width is 105 µm.
- Vertical die dimension :: 105 µm
- Floorplan core area :: 6910 µm²

** Placed design
- Inst Count DP :: 369
- Per the gpl log, the routability congestion estimate is 0.778.
- Number of buffers inserted by port buffering :: 97
- Detailed placement ended at an HPWL of 4260 µm.

** Route
- Initial detailed-routing violation count :: 28
- The final route contains 1496 vias.
- Number of vias per cell :: 4.05
- DRT Wirelength :: 4420 µm
- Per the post-route antenna check, the number of violating nets is 0.
- Antenna cell count :: 0
- Number of optimization iterations in the first detailed-route pass :: 4
- The script parses the final routing iteration and logs DRC violations as 0.
- TritonRoute output was used to compute an average wire per cell of 12.0 µm.

** Worst setup path
- Among all stages on the critical path, the maximum delay recorded is 0.48 ns.
- OpenSTA lists the critical path startpoint as A[13].
- Arrival time at the worst endpoint :: 6.67 ns
- Family with the most delay on the worst path :: simple AND/OR/NAND/NOR gates
- Startpoint-to-endpoint class of the critical path :: in2out
- Along the critical path, the tally of buffer and inverter instances is 2.
- Critical Path Fanout Max :: 5
- STA classifies the critical path endpoint as an output port.
- STA classifies the critical path startpoint as a primary input.
- According to the timing report, the data required time at the worst endpoint equals 13.28 ns.
- The report lists the cells along the critical path as clkdlybuf4s50_1 > ha_1 > nand3_1 > nor2_1 > nand3_2 > nor4_4 > nor2_2 > o41a_1 > o21ai_0 > nor2_1 > fa_1 > xnor2_1 > clkdlybuf4s50_1.
- Slowest stage cell, crit path :: sky130_fd_sc_hd__clkdlybuf4s50_1

** Flow run
- Tally of max-capacitance violations :: 0
- Summing over the stages, the warning tally comes to 32.

** Layout
- The design has 0 sequential cells.
- Area Growth Syn to Fin :: 51.8%
- Clock buffers in the final layout number 0.
- Fraction of final layout cells sized beyond drive strength 1 :: 2.56%
- Register area :: 0 µm²
- Excluding fillers, the count of instances in the completed layout stands at 369.

** Synthesis
- Area reported by Yosys stat :: 1630 µm²
- After synthesis, the design contains 209 cells according to Yosys.
- sky130_fd_sc_hd__ha_1 takes more of the synthesized area than any other cell.
- The synthesized instance count is 209.
- Syn_area_per_cell :: 7.78 µm²
- Cell Type Count :: 36
- Synth Seq Share :: 0%
- Largest cells by area after synthesis :: sky130_fd_sc_hd__ha_1 24%, sky130_fd_sc_hd__buf_4 15%, sky130_fd_sc_hd__fa_1 9.8%
- For this run, the number of Yosys warnings is 1.
- Cell area after synthesis :: 1630 µm²
- Yosys reports that the leading cell type by area covers 23.8% of the netlist area.

** Worst hold path
- The launch point of the worst min-delay path is recorded as A[31].
- Type of the worst min-delay path :: in2out

** Final timing
- Period Utilization, post-route :: 60.2%
- Number of pins with negative max-slew slack in the final report :: 0
- The final timing report counts setup violations totalling 0.
- Setup TNS :: 0 ns
- Per the final timing report, the hold violations number 0.
- Subtracting the final worst setup slack from the clock period gives 9.99 ns.
- Max Clk Rate :: 100 MHz
- Unrepaired setup endpoints after global routing :: no

** GRT
- Global-route met3 utilization :: 2.55%
- The initial antenna violation count was 0.
- The total overflow left after global routing is 0.
- The first global-routing pass estimated 7500 µm of wire.
- Per the GRT log, the top usage layer is met2.
- Met1 Use GR :: 10.6%
- met2 track demand over resource after global routing is 13.1%.
- Global-route usage over all layers :: 7.95%
- Vias in the first global route :: 1586
- Pin count of the biggest net entering global routing :: 7

** CTS
- Postcts setup bufs :: 0
- Post-CTS repair changed the size of 0 cells.
- After clock tree synthesis, the flow added hold-fix buffers numbering 0.

** Power
- Power density over cell area :: 38.8 nW/µm²
- Leakage power summed over all cells :: 0.00108 µW
- IR analysis of the VDD net gives a maximum drop of 0.0140 mV.
## placed cells by master, fill, tap and decap left out, drive strengths merged
cell type      Yosys  final
clkdlybuf4s50      0     97
inv               33     33
ha                31     31
xnor2             17     17
a21oi             16     16
nor2              10     10
fa                 8      8
nand3              7      7
o21ai              7      7
xor2               6      6
o21bai             6      6
nand2              5      5
nand4              4      4
a21o               4      4
a211oi             4      4
o211ai             3      3
nor3               2      2
nand2b             2      2
nor4               1      1
o221ai             1      1
o31a               1      1
nor2b              1      1
o21a               1      1
a2111o             1      1
o31ai              1      1
o41a               1      1
and2               1      1
a31oi              1      1
conb               1      1
## per-layer routing
layer | wire (µm) | up-vias
met2 | 1950 | 47
met5 | 0 | -
met1 | 2110 | 635
met3 | 355 | 0
li1 | - | 814
met4 | 0 | 0
## worst paths after layout
| kind | end | cells past startpoint |
|---|---|---|
| max | S[29] | 13 |
| min | S[31] | 4 |
## area by class of cell
cell class / instances / area, µm²
fill: 721 / 4440
multi-input combinational: 143 / 1250
timing repair buffer: 97 / 971
inverter: 33 / 124
tap: 96 / 120
## report_power, final
group | internal (µW) | total (µW) | leakage (µW) | switching, µW
clock | 0 | 0 | 0 | 0
sequential | 0 | 0 | 0 | 0
combinational | 62.6 | 95.8 | 0.00108 | 33.2
total | 62.6 | 95.8 | 0.00108 | 33.2
## stage by stage
step	power [µW]	instance area, µm²	util (%)	worst slack [ns]	hold slack [ns]
final	95.8	2470	35.8	6.61	7.71
after CTS	98.6	2470	35.8	6.59	7.72
after global placement	98.1	2470	35.8	6.60	7.71
after detailed placement	97.8	2470	35.8	6.60	7.72
after global routing	109	2470	35.8	6.29	7.75
after floorplan	61.5	1630	-	7.69	6.91
## cell families (layout without fill, tap and decap cells)
kind of cell	after synthesis	after routing	synth area share, %
AOI/OAI and AO/OA	47	47	19.8
other	1	1	0.231
buffers and inverters	66	130	22.8
xor gates and xnor gates	23	23	12.4
adders and majority gates	39	39	33.7
and+or+nand+nor	33	33	11.1
## cells in the mapped netlist, types with 2 or more instances
cell	number
sky130_fd_sc_hd__buf_4	33
sky130_fd_sc_hd__a211oi_1	3
sky130_fd_sc_hd__xnor2_1	17
sky130_fd_sc_hd__nand4_1	4
sky130_fd_sc_hd__nor3_1	2
sky130_fd_sc_hd__a21oi_1	15
sky130_fd_sc_hd__o21ai_1	2
sky130_fd_sc_hd__nand2b_1	2
sky130_fd_sc_hd__o211ai_1	2
sky130_fd_sc_hd__a21o_1	4
sky130_fd_sc_hd__fa_1	8
sky130_fd_sc_hd__o21bai_1	5
sky130_fd_sc_hd__o21ai_0	5
sky130_fd_sc_hd__xor2_1	6
sky130_fd_sc_hd__inv_1	33
sky130_fd_sc_hd__ha_1	31
sky130_fd_sc_hd__nor2_1	9
sky130_fd_sc_hd__nand3_1	6
sky130_fd_sc_hd__nand2_1	5
Power figures rest on the tool's default switching activity, not on a simulated workload.
