$ cat ./config.mk
export PLATFORM = sky130hd
export DESIGN_NAME = ripplecarryadder
export DESIGN_NICKNAME = ripplecarryadder
export VERILOG_FILES = /design/flow/design.v
export SDC_FILE = /design/flow/constraint.sdc
export NUM_CORES = 4
export LEC_CHECK = 1
export CORE_UTILIZATION = 30
$ cat ./constraint.sdc
current_design ripplecarryadder

set clk_period 10.1
set clk_io_pct 0.2

create_clock -name clk0 -period $clk_period

set non_clock_inputs [all_inputs -no_clocks]
set_input_delay [expr $clk_period * $clk_io_pct] -clock clk0 $non_clock_inputs
set_output_delay [expr $clk_period * $clk_io_pct] -clock clk0 [all_outputs]
$ cat ./design.v
module full_adder(
    input wire  X,
    input  wire  Y,
    input  wire Cin,
    output  wire Sum,
    output wire Cout
    );
assign Sum = X^Y^Cin ;
assign Cout= ((X || Y) && Cin ) || (X&&Y);
endmodule
module rippleadder_4bitd(
    input wire [3:0] a,
    input wire [3:0] b,
    input wire cin,
    output wire [3:0] sum,
    output wire  cout
    );
    wire cry[2:0];
    full_adder F1(a[0],b[0],cin,sum[0],cry[0]);
	full_adder F2(a[1],b[1],cry[0],sum[1],cry[1]);
	full_adder F3(a[2],b[2],cry[1],sum[2],cry[2]);
	full_adder F4(a[3],b[3],cry[2],sum[3],cout);
endmodule
module ripplecarryadder(
    input [31:0] a,
    input [31:0] b,
    input cin,
    output [31:0] sum,
    output cout
    );
    wire cry[6:0];
    rippleadder_4bitd R1(a[3:0],b[3:0],cin,sum[3:0],cry[0]);
    rippleadder_4bitd R2 (a[7:4],b[7:4],cry[0],sum[7:4],cry[1]);
    rippleadder_4bitd R3(a[11:8],b[11:8],cry[1],sum[11:8],cry[2]);
    rippleadder_4bitd R4(a[15:12],b[15:12],cry[2],sum[15:12],cry[3]);
    rippleadder_4bitd R5(a[19:16],b[19:16],cry[3],sum[19:16],cry[4]);
    rippleadder_4bitd R6(a[23:20],b[23:20],cry[4],sum[23:20],cry[5]);
    rippleadder_4bitd R7(a[27:24],b[27:24],cry[5],sum[27:24],cry[6]);
    rippleadder_4bitd R8(a[31:28],b[31:28],cry[6],sum[31:28],cout);
endmodule
$ cat ./run.sh
#!/bin/bash
# OpenROAD 26Q1-2900-gdf79404cd8, Yosys 0.63+post, stock flow scripts
make -C /OpenROAD-flow-scripts/flow DESIGN_CONFIG=/design/flow/config.mk WORK_HOME=/design/flow/orfs finish
==> CHANGELOG.md <==
### Metrics

* Seq share, synth at 0%
* HP Class: input pin to output port
* Top cells by area, synth: fa_1 (71%), buf_4 (27%), inv_1 (2.1%)
* Die Wd at 56.8 um
* Failing checks: setup timing
* WP data arrival at approximately 14000 ps
* Chip Area, Yosys at 900 um^2
* Number of clock-tree buffers in the layout at 0
* Synth cell types at 3
* CP max FO at 1
* Vias at 689
* Area grow syn2layout at 85.1%
* Mapped Cells at 69
* DP HPWL at 1870 um
* Gpl congestion at 0.757
* Syn Area/Cell at 13.0 um^2
* Initial antenna violation count at 0
* Period minus WS final at between 15000 and 20000 ps
* Largest stage delay on the critical path at 390 ps
* Pwr Total at 0.0000890 W
* DRC viols at 0
* Flop area at 0 um^2
* First-pass GRT wire length at between 3000 and 4000 um
* Cell depth of the worst setup path at 36
* Final setup viols at 17
* Residual overflow from global routing at 0
* Slew of the pin with the lowest slew margin at roughly 110 ps
* Top delay family on crit path: adder cells
* Top-area cell share at a little under three quarters
* Area of the core at 0.00281 mm^2
* Average routed wire per standard cell at 11.2 um
* Outcome: finished with violations
* Largest net degree at the start of global routing at 2
* Synth cell count leaders: buf_4 (32), fa_1 (32), inv_1 (5)
* Fin worst setup slack at -5420 ps
* Total GRT Usage at a little over an eighth
* Post-Place Cells at 166
* PD cells at 53.4 mW/mm^2
* Peak Freq at about 64 MHz
* Flop count at 0
* Drt first pass iters at 21
* Most used cell, CP: fa_2
* Share of cells above drive strength 1 at 38.5%
* Number of cells in Yosys stat at 69
* Worst slack at placement at -6150 ps
* Mapped Area at 900 um^2
* Critical path class: input pin to output port
* Std cell rows at 19
* Cell area after layout at 0.00167 mm^2
* Die area at roughly 0.0032 mm^2
* Fillers at 227
* Hold depth at 3
* Starting DRC count in detailed routing at 19
* Finished Layout Cells at 166
* Total I/O pin count at 98
* Placed Instance Area at 0.00176 mm^2
* WL final at 1850 um
* RSZ-0062 raised after global routing: yes
* Static Leakage at 0.629 nW
* Crit path buffers/inverters at 4
* Gate Area at 718 um^2
* CP Launch Type: input pin
* FP Util at about a third
* Post-Route Utilization at 59.4%
* Slew headroom at 92.4%
* Detail Route Antenna Nets at 0
* Port bufs at about 100
* Vias in the first global route at 760
* Yosys warns at 2
* Worst path required time at 8080 ps
* Vias per inst at 4.15
* Final Hold Fails at 0
* Diode count at 0
* CP max stage cell: clkdlybuf4s50_1
* Tcrit/Tclk final at 154%
* Number of max-cap violations at 0
* Final Max Tran Viols at 0
* Area leader, netlist: fa_1
* Peak supply drop at 22.5 uV
* Critical path endpoint category: output port
* Cts hold-fix bufs at 0
* Tool warnings at 36
* Post-CTS Setup Bufs at 0
* Die height at 56.8 um
[cells in the final DEF, fill, tap and decap left out, drive strengths merged]
| cell | count |
|---|---|
| inv | 5 |
| buf | 19 |
| dlymetal6s2s | 1 |
| fa | 32 |
| clkdlybuf4s50 | 77 |
| clkbuf | 1 |
[report_power, final]
| part | internal [W] | switching, W |
|---|---|---|
| Sequential | 0 | 0 |
| Combinational | 0.0000648 | 0.0000241 |
| Clock | 0 | 0 |
| Total | 0.0000648 | 0.0000241 |
[tightest hold or removal path, cell delays in order]
cell and delay, ps:
buf_6 70, fa_2 190, clkdlybuf4s50_1 460
[logic make-up after synthesis]
logic type	Yosys count	synth area share, %
adder cells (fa/ha/maj)	32	71.2
buffers and inverters	37	28.8
[final timing paths]
check                    end  slack, ps  from
worst max-delay path    cout      -5420   cin
worst min-delay path  sum[0]       4760   cin
[repair_timing]
action	4_1_cts	5_1_grt
gates resized	63	2
pin swaps	1	0
setup endpoints to repair	19	19
[stage by stage]
step,hold WS [ps],TNS [ps]
2_1_floorplan,4270,-45920
3_3_place_gp,5080,-64000
3_5_place_dp,5080,-64200
4_1_cts,4760,-51160
5_1_grt,4790,-54270
6_report,4760,-50370
[layer usage]
metal	share of wire, %	up-vias	GRT usage, %	wire length (um)
li1	-	302	-	-
met1	32	316	20.2	597
met2	42	71	20.4	785
met3	25	0	6.99	469
met4	0	0	0	0
met5	0	-	0	0
[cell type report]
type	count	area share, %
multi-input cells	32	43.1
inverters	5	1.13
well taps	31	2.33
repair buffers	98	53.4
Power figures rest on the tool's default switching activity, not on a simulated workload.
